### design/flow/config.mk
export PLATFORM = sky130hd
export DESIGN_NAME = counter_5bit
export DESIGN_NICKNAME = counter_5bit
export VERILOG_FILES = /design/flow/design.v
export SDC_FILE = /design/flow/constraint.sdc
export NUM_CORES = 4
export LEC_CHECK = 1
export CORE_AREA = 10 10 70 70
export DIE_AREA = 0 0 80 80
### design/flow/constraint.sdc
current_design counter_5bit

set clk_period 1.6
set clk_io_pct 0.2

create_clock -name clk0 -period $clk_period [get_ports {sck}]

set non_clock_inputs [all_inputs -no_clocks]
set_input_delay [expr $clk_period * $clk_io_pct] -clock clk0 $non_clock_inputs
set_output_delay [expr $clk_period * $clk_io_pct] -clock clk0 [all_outputs]
### design/flow/design.v
module counter_5bit(in1,in2,in3,in4,in5,sck, rst);
reg [4:0] out;
output reg in1,in2,in3,in4,in5;
input sck, rst;
always @(posedge sck)
begin
	if(rst)
		begin
		out <= 5'b00000;
		in1=0;in2=0;in3=0;in4=0;in5=0;
		end
	else
	begin
	case(out)
		5'b00001 : begin in1=0;in2=0;in3=0;in4=0;in5=1; end
		5'b00010 : begin in1=0;in2=0;in3=0;in4=1;in5=0; end
		5'b00011 : begin in1=0;in2=0;in3=0;in4=1;in5=1; end
		5'b00100 : begin in1=0;in2=0;in3=1;in4=0;in5=0; end
		5'b00101 : begin in1=0;in2=0;in3=1;in4=0;in5=1; end
		5'b00110 : begin in1=0;in2=0;in3=1;in4=1;in5=0; end
		5'b00111 : begin in1=0;in2=0;in3=1;in4=1;in5=1; end
		5'b01000 : begin in1=0;in2=1;in3=0;in4=0;in5=0; end
		5'b01001 : begin in1=0;in2=1;in3=0;in4=0;in5=1; end
		5'b01010 : begin in1=0;in2=1;in3=0;in4=1;in5=0; end
		5'b01011 : begin in1=0;in2=1;in3=0;in4=1;in5=1; end
		5'b01100 : begin in1=0;in2=1;in3=1;in4=0;in5=0; end
		5'b01101 : begin in1=0;in2=1;in3=1;in4=0;in5=1; end
		5'b01110 : begin in1=0;in2=1;in3=1;in4=1;in5=0; end
		5'b01111 : begin in1=0;in2=1;in3=1;in4=1;in5=1; end
		5'b10000 : begin in1=1;in2=0;in3=0;in4=0;in5=0; end
		5'b10001 : begin in1=1;in2=0;in3=0;in4=0;in5=1; end
		5'b10010 : begin in1=1;in2=0;in3=0;in4=1;in5=0; end
		5'b10011 : begin in1=1;in2=0;in3=0;in4=1;in5=1; end
		5'b10100 : begin in1=1;in2=0;in3=1;in4=0;in5=0; end	 
		5'b10101 : begin in1=1;in2=0;in3=1;in4=0;in5=1; end
		5'b10110 : begin in1=1;in2=0;in3=1;in4=1;in5=0; end	
		5'b10111 : begin in1=1;in2=0;in3=1;in4=1;in5=1; end
		5'b11000 : begin in1=1;in2=1;in3=0;in4=0;in5=0; end
		5'b11001 : begin in1=1;in2=1;in3=0;in4=0;in5=1; end
		5'b11010 : begin in1=1;in2=1;in3=0;in4=1;in5=0; end
		5'b11011 : begin in1=1;in2=1;in3=0;in4=1;in5=1; end
		5'b11100 : begin in1=1;in2=1;in3=1;in4=0;in5=0; end
		5'b11101 : begin in1=1;in2=1;in3=1;in4=0;in5=1; end
		5'b11110 : begin in1=1;in2=1;in3=1;in4=1;in5=0; end
		5'b11111 : begin in1=1;in2=1;in3=1;in4=1;in5=1; end
		default: begin in1=0;in2=0;in3=0;in4=0;in5=1; out = 5'b00001; end
	endcase
	out = out + 1;
	end
end
endmodule
### design/flow/run.sh
#!/bin/bash
# OpenROAD 26Q1-2900-gdf79404cd8, Yosys 0.63+post, stock flow scripts
make -C /OpenROAD-flow-scripts/flow DESIGN_CONFIG=/design/flow/config.mk WORK_HOME=/design/flow/orfs finish
==> changes_impl.md <==
### Implementation results

- Die X-Extent: 80 um
- Synth Seq Share: around 58%
- Antenna violations before repair: 0
- CP startpoint: out[1]
- Total gr overflow: 0
- Post-CTS Setup Bufs: 0
- Fin. max-slew vios: 0
- Worst VDD drop: 0.298 mV
- Vias/cell: 2.62
- Fp util: 10.1%
- Final Hold Viols: 0
- Result of the run: finished clean
- Cell Chain, Critical Path: or4_4, nand2_1, ha_1, nand3_1, mux2_2
- Worst skew pair latency: 0.26 ns
- Core ar.: about 0.0034 mm^2
- Max stage delay on crit path: 0.53 ns
- Final antenna-violating net count: 0
- Max Cap Violations: 0
- Cycle use final: 97.4%
- #FFs+latches synth: 10
- Fill count: 380
- RSZ-0062 raised after global routing: no
- Dpl ws: 0.0513 ns
- Chip Height: ~80 um
- Die footprint: 0.00640 mm^2
- CTS tree: done
- Dominant logic cell types in the final layout: dfxtp_1, clkdlybuf4s50_1, nor2b_1, buf_4
- GRT met3 Usage: under 10%
- DRC: 0
- # setup viols final: 0
- PwrDens: about 1500 mW/mm^2
- Clk slew on worst S/H paths: ~0.060 ns
- First-pass GRT wire length: 807 um
- Routed via count: 236
- Worst reg2reg startpoint: out[1]
- Leak: between 0.2 and 0.25 nW
- Top cell excl fill/tap: dfxtp_1
- DP HPWL: 460 um
- Min cycle time layout: 1.56 ns
- Setup TNS: 0 ns
- OpenROAD warning count: 25
- Placer congestion estimate: 0.798
- Cell count of the worst reg-to-reg path: 5
- Number of buffers created by CTS: 3
- Average wire per standard cell: 6.34 um
- IO Port Bufs: 6
- Startpoint class of the critical path: flip-flop
- Max transition margin: around nine tenths
- Area Overhead vs Synth: 51.4%
- CP max-delay cell: or4_4
- Hold Path Class: reg2reg
- R2R setup slack: 0.04 ns
- RR Endpoint: out[4]
- GR peak layer: met2
- Crit end category: flip-flop
- # hold bufs at CTS: 0
- Io pins: 7
- CP endpoint: out[4]
- Clk_skew: 0.00104 ns
- CP arrival: 1.71 ns
- Clock root buffer: clkbuf_4
- Vias in the first global route: between 200 and 250
- Worst path required time: 1.75 ns
- Cts repair resizes: 0
- Tot GR Track Use: approximately 1.6%
- Setup CP Type: reg2reg
- Worst slew pin tran: 0.176 ns
- Fmax: 0.642 GHz
- Final wirelength: between 500 and 600 um
- Yosys Chip Area: 345 um^2
- CTS max path bufs: 2
- Final core occ: between 10% and 20%
- Mean Syn Cell Area: 11.1 um^2
- Final Cell Area: 523 um^2
- Count of cell types in the netlist: 14
- Yosys Instances: 31
- Synth Instances: 31
- Met2 GRT Util: 2.57%
- Yosys warning tally: 1
- Layout cells sized above 1: roughly 30%
- Placed Area: 487 um^2
- H-tree depth: 1
- Drt first pass iters: 2
- Setup WS post-layout: around 0.042 ns
- Crit-path max FO: 2
- Met1 usage: about 1.5%
- Pin count of the biggest net entering global routing: 7
- Synth Cell Area: 345 um^2
- 1st-iter DRT viols: 15
- Std-Cell Rows: 21
- Ant. Diodes: 0
- Clock Sinks: 10
- HP Start: out[0]
area by class of cell:
class | count | area [um^2] | area share, %
multi-input cells | 18 | 128 | 24.4
inverters | 1 | 3.75 | 0.718
clock buffers | 4 | 36.3 | 6.94
flip-flops and latches | 10 | 200 | 38.3
repair buffers | 11 | 97.6 | 18.7
well taps | 46 | 57.6 | 11.0
sequential cells by signal, indices dropped and copies added, names as in the netlist:
| name | count |
|---|---|
| out | 5 |
| in1 | 1 |
| in2 | 1 |
| in3 | 1 |
| in4 | 1 |
| in5 | 1 |
critical path, delay by kind of cell, from the launching register on:
family | cells | cell delay (ns)
flip-flops | 1 | 0.31
AND/OR/NAND/NOR | 3 | 0.71
multiplexers | 1 | 0.27
adder cells (fa/ha/maj) | 1 | 0.16
cells in the mapped netlist:
master | n | area, um^2
a21oi_2 | 1 | 8.76
buf_2 | 1 | 5.00
dfxtp_1 | 10 | 200
dlygate4sd1_1 | 1 | 8.76
ha_1 | 1 | 12.5
inv_1 | 1 | 3.75
mux2_2 | 2 | 22.5
nand2_1 | 1 | 3.75
nand3_1 | 2 | 10.0
nor2_1 | 3 | 11.3
nor2b_1 | 5 | 31.3
nor3b_1 | 1 | 7.51
or4_4 | 1 | 11.3
xnor2_1 | 1 | 8.76
power by group:
part	internal [mW]	total (mW)	switching (mW)	leakage, nW
Clock	0.138	0.217	0.0790	0.0210
Sequential	0.300	0.325	0.0243	0.0818
Combinational	0.176	0.264	0.0873	0.0984
Total	0.615	0.805	0.190	0.201
kinds of logic (layout without fill, tap and decap cells):
| group | after synthesis | after routing | share of synthesized area [%] |
|---|---|---|---|
| compound gates | 1 | 1 | 2.54 |
| buf+inv | 3 | 16 | 5.07 |
| mux | 2 | 2 | 6.52 |
| simple gates | 13 | 13 | 21.7 |
| fa+ha+maj | 1 | 1 | 3.62 |
| flops | 10 | 10 | 58.0 |
| xor+xnor | 1 | 1 | 2.54 |
per-layer routing:
layer | vias up | share of wire, % | wire [um]
li1 | 125 | - | -
met1 | 105 | 45 | 257
met2 | 6 | 40 | 229
met3 | 0 | 15 | 84
met4 | 0 | 0 | 0
met5 | - | 0 | 0
how the worst min path moves through the flow:
stage        end  slack (ns)  cells after the start
6_report  out[0]        0.46                      1
5_1_grt   out[0]        0.49                      1
4_1_cts   out[0]        0.46                      1
per-stage QoR:
step	cells	power [mW]	hold slack (ns)
6_report	90	0.805	0.465
5_1_grt	90	0.854	0.489
4_1_cts	90	0.815	0.463
3_5_place_dp	86	0.593	0.452
3_3_place_gp	86	0.584	0.432
2_1_floorplan	31	0.469	0.421
Power and IR drop assume default switching activity.
