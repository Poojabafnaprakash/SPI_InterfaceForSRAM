<file path="run.sh">
#!/bin/bash
# OpenROAD 26Q1-2900-gdf79404cd8, Yosys 0.63+post, stock flow scripts
make -C /OpenROAD-flow-scripts/flow DESIGN_CONFIG=/design/flow/config.mk WORK_HOME=/design/flow/orfs finish
</file>
<file path="config.mk">
export PLATFORM = sky130hd
export DESIGN_NAME = rxbuf
export DESIGN_NICKNAME = rxbuf
export VERILOG_FILES = /design/flow/design.v
export SDC_FILE = /design/flow/constraint.sdc
export NUM_CORES = 4
export LEC_CHECK = 1
export CORE_AREA = 10 10 70 70
export DIE_AREA = 0 0 80 80
</file>
<file path="constraint.sdc">
current_design rxbuf

set clk_period 2.3
set clk_io_pct 0.2

create_clock -name clk0 -period $clk_period [get_ports {sck}]

set non_clock_inputs [all_inputs -no_clocks]
set_input_delay [expr $clk_period * $clk_io_pct] -clock clk0 $non_clock_inputs
set_output_delay [expr $clk_period * $clk_io_pct] -clock clk0 [all_outputs]
</file>
<file path="design.v">
module rxbuf(rxout, sdi, sck, latchrxdata, RxCount, validRx);
output[7:0] rxout;
input sdi, sck, latchrxdata, validRx;
input [3:0] RxCount;
reg [7:0] finalRotateRxData;
initial begin
	finalRotateRxData <= 8'b00000000;
end
always @(posedge sck)
begin
	if(latchrxdata)
	begin
		finalRotateRxData[RxCount-1] <= sdi;
	end	
end
assign  rxout = (validRx) ? finalRotateRxData : 8'bz;
endmodule
</file>
==> qor.csv <==
stage,metric,value,unit
power_and_ir_drop,p_per_area,376,mW/mm^2
detailed_routing,first_pass_iters,3,
final_layout,fillCellCount,324,
setup_path,arrival,3.16,ns
synthesis,synth_dominant_cell_count,ha_1,
global_routing,antenna_found_initial,0,
setup_path,crit_type,in2reg,
synthesis,ys_cells,76,
final_layout,area_delta_synth_final,76.8,%
synthesis,synth_area_per_cell,10.8,sq um
synthesis,synth-edff-count,8,
synthesis,top_area_cell,edfxtp_1,
final_layout,drive_gt1_share,52.5,%
sta,finalSetupViolCount,8,
power_and_ir_drop,finalPower,544,uW
synthesis,synth_flops,8,
sta,hold_viol,0,
run,max_cap_violations,0,
setup_path,required,2.30,ns
die,num_rows,21,
synthesis,top_cells_by_area,"edfxtp_1, ha_1, mux2_2",
die,die_w,80,um
die,die_area,0.00640,sq mm
synthesis,synth-async-reset-ratio,0,%
die,fp_util,24.0,%
sta,finalMaxSlewViolations,0,
run_status,violations,setup timing,
detailed_routing,antenna_cells,0,
setup_path,r2r_end,finalRotateRxData[5],
power_and_ir_drop,switchingPower,160,uW
detailed_routing,ant_nets,0,
power_and_ir_drop,p_int,384,uW
final_layout,stdcell_area,0.00145,sq mm
placed_design,dpl_cell_area,0.00125,sq mm
setup_path,rr_startpoint,finalRotateRxData[5],
global_routing,grt-ovfl-total,0,
die,die_y,80,um
clocking,cts_root_buf,clkbuf_4,
global_routing,grt_pass1_wl,3890,um
global_routing,grt_pass1_vias,842,
synthesis,ys_chip_area,820,sq um
synthesis,top_area_share,29.3,%
clocking,clock_sinks,8,
sta,min_period,3.16,ns
global_routing,track_usage,7.18,%
placed_design,place.gp.congestion,0.761,
power_and_ir_drop,p_seq_share,32.5,%
setup_path,crit_start,RxCount[0],
setup_path,reg2reg_depth,1,
setup_path,cp-end-kind,flop,
detailed_routing,via_per_inst,4.63,
setup_path,critPathLaunchType,input pin,
global_routing,grt_max_degree,9,
placed_design,post-place-ws,-1.60,ns
sta,skew,0,ns
synthesis,syn-instance-count,76,
clocking,cts_hold_buf,0,
sta,max_clock_freq,316,MHz
placed_design,dpl.hpwl,1620,um
synthesis,synth_top_flop_cell,edfxtp_1,
detailed_routing,drtIter0Drc,30,
synthesis,ys_seq_share,29.3,%
sta,relSlewSlack,26.8,%
synthesis,ys_types,34,
placed_design,numPortBuffers,14,
power_and_ir_drop,combPwrFrac,48.5,%
sta,grt_setup_unrepaired,true,
clocking,cts_tree,yes,
detailed_routing,wl_per_cell,13.0,um
sta,tightest_slew,1.09,ns
run_status,status,finished with violations,
detailed_routing,num_vias,759,
final_layout,mi_logic_area,728,sq um
final_layout,area.sequential,240,sq um
power_and_ir_drop,ir_drop,0.269,mV
power_and_ir_drop,switching_share,29.4,%
detailed_routing,drc,0,
sta,whs,0.586,ns
clocking,clock_latency,0.25,ns
clocking,clock_path_buffers,2,
die,coreArea,0.00342,sq mm
setup_path,endpoint,finalRotateRxData[0],
setup_path,cp_max_fo,5,
detailed_routing,drt_wl_total,2130,um
setup_path,reg2reg_slack,1.38,ns
power_and_ir_drop,clockPowerShare,19.0,%
run,stage_log_warnings,31,
synthesis,syn_area,820,sq um
die,ioPinCount,16,
clocking,cts_max_level,1,
hold_path,holdCritPathClass,reg2reg,
final_layout,largest_reg_flops,8,
clocking,cts_made_buffers,3,
final_layout,regMostFlops,finalRotateRxData,
final_layout,layout_top_registers,finalRotateRxData (8),
power_and_ir_drop,p_leak,0.000551,uW
sta,period_used_share,137,%
clocking,clkSlewWorstSetupHoldPaths,0.05,ns
synthesis,common_cells,"ha_1, edfxtp_1, mux2_2",
sta,setup_ws,-0.861,ns
synthesis,ys_warn_count,2,
sta,fin_setup_tns,-6.16,ns
==> stage by stage <==
step	instances	util, %
after floorplan	76	-
after global placement	154	36.7
after detailed placement	154	36.7
after CTS	162	41.4
after global routing	164	42.4
final	164	42.4
==> area by class of cell <==
| type | count | area share (%) |
|---|---|---|
| Multi-Input combinational cell | 63 | 50.3 |
| Timing Repair Buffer | 41 | 25.6 |
| Sequential cell | 8 | 16.6 |
| Tap cell | 46 | 3.97 |
| Inverter | 3 | 1.99 |
| Clock buffer | 3 | 1.55 |
==> critical path, stage by stage <==
cell and delay (ns):
buf_8 0.10, buf_12 0.12, inv_12 0.04, ha_4 0.14
or3b_4 0.45, buf_6 0.15, ha_4 0.20, or3b_4 0.40
or3_1 0.37, a2111o_1 0.42, mux2_4 0.30
==> cells in the final DEF (no fill, tap or decap), types with 2 or more instances in the layout <==
cell type and n:
xnor2_1 2, buf_4 21, o2111ai_1 2, clkdlybuf4s50_1 10, ha_1 4, nand2_1 2, mux2_4 2, dlygate4sd2_1 2
clkbuf_4 3, nor4_4 3, buf_6 5, nor2_1 2, ha_4 5, o211ai_1 4, nor4bb_1 2, or4_1 2
or3b_4 2, edfxtp_1 8, nand3b_1 4, mux2_2 6
==> per-layer routing <==
metal	up-vias	global-route usage, %	part of all wire (%)
met2	13	10.6	43
met4	0	0.880	0
met5	-	0	0
li1	392	-	-
met1	354	10.0	49
met3	0	2.73	8.0
==> worst min path at each step <==
stage	from	end	depth (start not counted)
CTS	finalRotateRxData[3]	finalRotateRxData[3]	1
global route	finalRotateRxData[5]	finalRotateRxData[5]	1
finish	finalRotateRxData[3]	finalRotateRxData[3]	1
==> power groups by stage <==
stage	logic, uW	clock network (uW)	registers (uW)
6_report	264	104	177
4_1_cts	252	111	177
5_1_grt	287	117	179
==> what timing repair did <==
action / in CTS / in global routing
gates resized: 29 / 7
pin swaps: 9 / 11
setup buffers: 5 / 4
endpoints found under the setup margin: 8 / 8
==> kinds of logic after synthesis <==
logic type	Yosys count	share of synthesized area, %
compound gates	11	11.3
buf+inv	5	2.29
simple gates	31	25.8
fa+ha+maj	9	13.7
flops	8	29.3
xor+xnor	4	6.11
mux	8	11.5
Power is estimated from default activity; no workload was simulated.
