`flow/run.sh`:
```
#!/bin/bash
# OpenROAD 26Q1-2900-gdf79404cd8, Yosys 0.63+post, stock flow scripts
make -C /OpenROAD-flow-scripts/flow DESIGN_CONFIG=/design/flow/config.mk WORK_HOME=/design/flow/orfs finish
```
`flow/constraint.sdc`:
```
current_design controller

set clk_period 1.3
set clk_io_pct 0.2

create_clock -name clk0 -period $clk_period

set non_clock_inputs [all_inputs -no_clocks]
set_input_delay [expr $clk_period * $clk_io_pct] -clock clk0 $non_clock_inputs
set_output_delay [expr $clk_period * $clk_io_pct] -clock clk0 [all_outputs]
```
`flow/config.mk`:
```
export PLATFORM = sky130hd
export DESIGN_NAME = controller
export DESIGN_NICKNAME = controller
export VERILOG_FILES = /design/flow/design.v
export SDC_FILE = /design/flow/constraint.sdc
export NUM_CORES = 4
export LEC_CHECK = 1
export CORE_AREA = 10 10 70 70
export DIE_AREA = 0 0 80 80
```
`flow/design.v`:
```
module controller(decA, rstA, latchA, validA, loadCbuf, command, latchRx, validRx , decRx, rstRx, loadTx, decTx, shiftTx, rstTx, ss, in1,in2,in3,in4,in5, rst, lA, dA, cout);
output wire decA, rstA, latchA, validA, loadCbuf, command, latchRx, decRx, rstRx, ss, validRx, loadTx, decTx, shiftTx, rstTx;
input in1,in2,in3,in4,in5, rst, lA, dA, cout;
and A2(ss1,~in1,~in2,~in3,~in4,in5);
and B2(ss2,~in1,~in2,~in3,in4,~in5);
and C2(ss3,~in1,~in2,~in3,in4,in5);
and D2(ss4,~in1,~in2,in3,~in4,~in5);
and E2(ss5,~in1,~in2,in3,~in4,in5);
and F2(ss6,~in1,~in2,in3,in4,~in5);
and G2(ss7,~in1,~in2,in3,in4,in5);
and H2(ss8,~in1,in2,~in3,~in4,~in5);
and I2(ss9,~in1,in2,~in3,~in4,in5);
and J2(ss10,~in1,in2,~in3,in4,~in5);
and K2(ss11,~in1,in2,~in3,in4,in5);
and L2(ss12,~in1,in2,in3,~in4,~in5);
and M2(ss13,~in1,in2,in3,~in4,in5);
and N2(ss14,~in1,in2,in3,in4,~in5);
and O2(ss15,~in1,in2,in3,in4,in5);
and P2(ss16,in1,~in2,~in3,~in4,~in5);
and R2(ss17,in1,~in2,~in3,~in4,in5);
and S2(ss18,in1,~in2,~in3,in4,~in5);
and T2(ss19,in1,~in2,~in3,in4,in5);
or Q2(ss20,ss1, ss2, ss3, ss4, ss5, ss6, ss7, ss8, ss9, ss10, ss11, ss12, ss13, ss14, ss15, ss16, ss17, ss18, ss19);
not ss18(ss, ss20);
and A(decA1,~in1,~in2,~in3,~in4,in5);
and B(decA2,~in1,~in2,~in3,in4,~in5);
and C(decA3,~in1,~in2,~in3,in4,in5);
and D(decA4,~in1,~in2,in3,~in4,~in5);
and E(decA5,~in1,~in2,in3,~in4,in5);
and F(decA6,~in1,~in2,in3,in4,~in5);
and G(decA7,~in1,~in2,in3,in4,in5);
or one(decA,decA1,decA2,decA3,decA4,decA5,decA6,decA7, dA); 
and two1(rstA1,~in1,in2,~in3,~in4,~in5); 
or two(rstA, rstA1, rst ); 
and A1(latchA1,~in1,~in2,~in3,~in4,in5);
and B1(latchA2,~in1,~in2,~in3,in4,~in5);
and C1(latchA3,~in1,~in2,~in3,in4,in5);
and D1(latchA4,~in1,~in2,in3,~in4,~in5);
and E1(latchA5,~in1,~in2,in3,~in4,in5);
and F1(latchA6,~in1,~in2,in3,in4,~in5);
and G1(latchA7,~in1,~in2,in3,in4,in5);
and H1(latchA8,~in1,in2,~in3,~in4,~in5);
or three(latchA,latchA1,latchA2,latchA3,latchA4,latchA5,latchA6,latchA7, latchA8, lA); 
and four(validA,~in1,in2,~in3,~in4,in5); 
and five(loadCbuf,~in1,in2,~in3,~in4,in5); 
and six1(command1,~in1,in2,~in3,in4,~in5);
and six2(command2,~in1,in2,~in3,in4,in5);
and six3(command3,~in1,in2,in3,~in4,~in5);
and six4(command4,~in1,in2,in3,~in4,in5);
and six5(command5,~in1,in2,in3,in4,~in5);
and six6(command6,~in1,in2,in3,in4,in5);
and six7(command7,in1,~in2,~in3,~in4,~in5);
and six8(command8,in1,~in2,~in3,~in4,in5);
and six9(command9,in1,~in2,~in3,in4,~in5);
and six10(command10,in1,~in2,~in3,~in4,in5);
and six11(command11,in1,~in2,~in3,in4,~in5);
or six(command,command1,command2,command3,command4,command5,command6,command7, command8, command9, command10, command11); 
and I(decRx1,~in1,in2,~in3,in4,~in5);
and J(decRx2,~in1,in2,~in3,in4,in5);
and K(decRx3,~in1,in2,in3,~in4,~in5);
and P(decRx4,~in1,in2,in3,~in4,in5);
and Q(decRx5,~in1,in2,in3,in4,~in5);
and R(decRx6,~in1,in2,in3,in4,in5);
and S(decRx7,in1,~in2,~in3,~in4,~in5);
and S4(decRx8,in1,~in2,~in3,~in4,in5);
or eight(decRx9, decRx1, decRx2, decRx3, decRx4, decRx5, decRx6, decRx7, decRx8); 
and rxcheck(decRx, decRx9, cout);
and I5(latchRx1,~in1,in2,~in3,in4,~in5);
and J5(latchRx2,~in1,in2,~in3,in4,in5);
and K5(latchRx3,~in1,in2,in3,~in4,~in5);
and P5(latchRx4,~in1,in2,in3,~in4,in5);
and Q5(latchRx5,~in1,in2,in3,in4,~in5);
and R5(latchRx6,~in1,in2,in3,in4,in5);
and S5(latchRx7,in1,~in2,~in3,~in4,~in5);
and T5(latchRx8,in1,~in2,~in3,~in4,in5);
or nine(latchRx9, latchRx2, latchRx3, latchRx4, latchRx5, latchRx6, latchRx7, latchRx8,latchRx1 ); 
and latchRxCheck(latchRx,latchRx9, cout );
and validRx1(validRxTemp, in1,~in2,~in3,in4,~in5);
and validRx2(validRx, validRxTemp, cout );
and ten(rstRx1,in1,~in2,~in3,in4,~in5);
or ten1(rstRx, rstRx1, rst); 
and loadTxcommand(loadTx,~in1,in2,~in3,in4,in5);
and II(decTx1,~in1,in2,in3,~in4,~in5);
and JJ(decTx2,~in1,in2,in3,~in4,in5);
and KK(decTx3,~in1,in2,in3,in4,~in5);
and PP(decTx4,~in1,in2,in3,in4,in5);
and QQ(decTx5,in1,~in2,~in3,~in4,~in5);
and RR(decTx6,in1,~in2,~in3,~in4,in5);
and SS(decTx7,in1,~in2,~in3,in4,~in5);
and TT(decTx8,in1,~in2,~in3,in4,in5);
or eight1(decTx9, decTx1, decTx2, decTx3, decTx4, decTx5, decTx6, decTx7, decTx8); 
and DeCcheck1(decTx, decTx9, ~cout);
and I65(shiftTx1,~in1,in2,in3,~in4,~in5);
and J65(shiftTx2,~in1,in2,in3,~in4,in5);
and K65(shiftTx3,~in1,in2,in3,in4,~in5);
and P65(shiftTx4,~in1,in2,in3,in4,in5);
and Q65(shiftTx5,in1,~in2,~in3,~in4,~in5);
and R65(shiftTx6,in1,~in2,~in3,~in4,in5);
and S65(shiftTx7,in1,~in2,~in3,in4,~in5);
and T65(shiftTx8,in1,~in2,~in3,in4,in5);
or eight2(shiftTx9, shiftTx1, shiftTx2, shiftTx3, shiftTx4, shiftTx5, shiftTx6, shiftTx7, shiftTx8); 
and shiftcheck1(shiftTx, shiftTx9, ~cout);
and KK3(rstTx1, in1,~in2,in3,~in4,~in5);
or ten12(rstTx, rstTx1, rst);
endmodule
```
==> results.json <==
{
  "result_of_the_run": "finished, violations left",
  "violations": "setup timing",
  "critical_path_peak_fanout": 4,
  "fp.coreArea_mm2": 0.003416,
  "die_y_um": 80,
  "cp.required_ps": 1040,
  "via_count": 377,
  "hold_path.class": "input pin to output pin",
  "dp.final_hpwl_um": 928.6,
  "preCtsSetupSlack_ps": -862.2,
  "synthesis.area_per_instance_um2": 6.808,
  "overflow": 0,
  "drc": 0,
  "max_cap_violations": 0,
  "gpl_wtd_cong": 0.7288,
  "drtAntennaViolNets": 0,
  "hold_viol_final": 0,
  "num_rows": 21,
  "register_area_um2": 0,
  "layout_worst_path_cycle_share_pct": 103.0,
  "layout_top_cells_excl_fill_tap": "buf_4 (14), buf_2 (10), buf_6 (6)",
  "min_delay_worst_endpoint": "ss",
  "yosys-top-cells-area": "buf_6 (9.7%), nand2_1 (9.7%), o21a_1 (9.7%), nor3_4 (7.0%), buf_4 (6.5%)",
  "worst_ir_drop_on_vdd_mv": 0.04188,
  "area_growth_pct": 197.3,
  "ys_chip_area_um2": 231.5,
  "synth.largest_area_cell": "buf_6",
  "rsz0062_at_grt": "yes",
  "wirelength_mm": 1.218,
  "antenna_found_initial": 0,
  "worst_slew_margin_rel_pct": 82.87,
  "yosys-stat-cells": 34,
  "global_route.usage.total_pct": 3.490,
  "init_core_util_pct": 6.777,
  "critical_path.cell_chain": "buf_8 -> nor2b_4 -> buf_6 -> buf_6 -> a211o_1 -> buf_2",
  "startpoint_type": "input pin",
  "n_sequential_cell": 0,
  "cts.hold.buffers_added": 0,
  "syn-cell-area_um2": 231.5,
  "setup_ws_ps": -38.48,
  "finish_stage_setup_viols": 3,
  "vias_in_the_first_global_route": 347,
  "hold_path.startpoint": "in3",
  "achievable-frequency_ghz": 0.7471,
  "fin_hold_ws_ps": 837.8,
  "dieArea_mm2": 0.006400,
  "fraction_of_synthesized_cell_area_taken_by_the_top_area_cell_type_pct": 9.730,
  "synth.distinct_cells": 21,
  "crit_path_frequent_cell": "buf_6",
  "worst_hold_path.num_cells": 4,
  "instance_tally_after_logic_synthesis": 34,
  "worst_path_largest_cell_delay_ps": 270,
  "die_w_um": 80,
  "timing.final.crit_period_ps": 1338,
  "grt_max_degree": 9,
  "crit_arrival_ps": 1080,
  "power.total_uw": 178.2,
  "crit_slowest_cell": "a211o_1",
  "design.portCount": 24,
  "number_of_warning_messages_in_the_logs": 34,
  "yosys.stat.seqShare_pct": 0,
  "setup.worst_path.class": "input pin to output pin",
  "insertedDiodeCount": 0,
  "power_density_mw_per_mm2": 259.0,
  "violation_count_after_the_first_detailed_route_iteration": 19,
  "worst_slew_pin_slew_ps": 254.2,
  "post_route_cells_drive_above_1_share_pct": 64.38,
  "layout_top_cell_excl_fill_tap": "buf_4",
  "first_pass_grt_wire_length_mm": 1.807,
  "drt_pre_antenna_iters": 3,
  "synth.yosys.warnings": 86,
  "route.detailed.vias_per_inst": 3.168,
  "final_max_slew_viol_count": 0,
  "routedWlPerCell_um": 10.24,
  "worstSetupEndpointType": "output pin",
  "clock_buffers": 0,
  "fin_util_pct": 20.15,
  "numPortBuffers": 24,
  "power_leakage_nw": 0.3338
}
[area by class of cell]
| type | count | area [um^2] |
|---|---|---|
| well taps | 46 | 57.56 |
| repair buffers | 43 | 376.6 |
| inverters | 2 | 7.507 |
| multi-input cells | 28 | 246.5 |
| fillers | 385 | 2728 |
[how the worst max path moves through the flow]
stage | startpoint | to | slack (ps) | cells past startpoint
after global routing | in2 | latchA | -80 | 6
after CTS | in2 | latchRx | -170 | 8
final | in2 | latchA | -40 | 6
[report_power, final]
| group | internal [mW] | switching (mW) | leakage (nW) |
|---|---|---|---|
| clock | 0 | 0 | 0 |
| combinational | 0.113 | 0.0652 | 0.334 |
| sequential | 0 | 0 | 0 |
| total | 0.113 | 0.0652 | 0.334 |
[per-layer routing]
metal	track usage, %	up-vias	wire, um
li1	-	198	-
met1	4.560	164	521
met2	5.538	15	544
met3	1.477	0	152
met4	0	0	0
met5	0	-	0
[synth_stat cells]
| master | instances |
|---|---|
| o21a_1 | 3 |
| or2_1 | 1 |
| nand2b_1 | 1 |
| nor3b_1 | 1 |
| inv_1 | 2 |
| nor3_1 | 2 |
| nor3_2 | 1 |
| a211o_1 | 1 |
| o21ai_0 | 1 |
| buf_4 | 2 |
| a21o_1 | 1 |
| nand2_1 | 6 |
| buf_6 | 2 |
| nor3b_2 | 1 |
| nor2b_2 | 1 |
| a21oi_1 | 1 |
| nor2_1 | 3 |
| o41ai_1 | 1 |
| nor3_4 | 1 |
| and4_1 | 1 |
| a31o_1 | 1 |
[kinds of logic after synthesis]
| group | count (synthesis) | synth area share [%] |
|---|---|---|
| AOI/OAI and AO/OA | 9 | 28.65 |
| buffers and inverters | 6 | 19.46 |
| and+or+nand+nor | 19 | 51.90 |
[through the flow]
step                      setup TNS [ps]  area (um^2)  instances
final                             -47.80        688.2        119
after global routing              -240.8        688.2        119
after CTS                         -535.4        663.1        117
after detailed placement          -11790        551.8        108
after global placement            -11640        551.8        108
after floorplan                        0        231.5         34
[critical path, delay by kind of cell]
kind | cells | cell delay (ps)
compound gates | 1 | 270
buf+inv | 4 | 430
simple gates | 1 | 120
[what timing repair did]
| action | in CTS | in global routing |
|---|---|---|
| endpoints found under the hold margin | 0 | 0 |
| setup buffers | 9 | 7 |
| pin swaps | 11 | 8 |
| resized | 91 | 7 |
| setup endpoints to repair | 15 | 9 |
No activity file was given, so power comes from the tool's default toggle rates.
